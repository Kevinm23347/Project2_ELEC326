### flow/constraint.sdc
current_design alarm_clock

set clk_period 10.0
set clk_io_pct 0.2

create_clock -name clk0 -period $clk_period [get_ports {CLK}]

set non_clock_inputs [all_inputs -no_clocks]
set_input_delay [expr $clk_period * $clk_io_pct] -clock clk0 $non_clock_inputs
set_output_delay [expr $clk_period * $clk_io_pct] -clock clk0 [all_outputs]
### flow/config.mk
export PLATFORM = sky130hd
export DESIGN_NAME = alarm_clock
export DESIGN_NICKNAME = alarm_clock
export VERILOG_FILES = /design/flow/design.v
export SDC_FILE = /design/flow/constraint.sdc
export NUM_CORES = 4
export LEC_CHECK = 1
export CORE_UTILIZATION = 30
### flow/design.v
`timescale 1ns/1ns
module alarm_clock (
	input CLK,
	input [7:0] SW,
	input [4:0] BTN,
	output [7:0] LED,
	output [6:0] SEG,
	output DP,
	output [7:0] AN
); 
	wire [15:0] display_num;
	wire [6:0] display_seg;
	wire [5:0] clock_seconds;
	wire [5:0] clock_minutes;
	wire [3:0] clock_hours;
	wire [3:0] clock_minutes_ones_digit;
	wire [3:0] clock_minutes_tens_digit;
	wire [3:0] clock_hours_ones_digit;
	wire [3:0] clock_hours_tens_digit;
	wire display_clk_en;
	wire seconds_clk_en;
	wire blink_clk_en;
	wire blink_en;
	reg blink;
	wire alarm0_triggered, alarm1_triggered;
	wire [5:0] alarm0_minutes;
	wire [3:0] alarm0_hours;
	wire [5:0] alarm1_minutes;
	wire [3:0] alarm1_hours;
	wire [1:0] BTN_down;
	assign display_num[15:12] = clock_hours_tens_digit;
	assign display_num[11:8]  = clock_hours_ones_digit;
	assign display_num[7:4]   = clock_minutes_tens_digit;
	assign display_num[3:0]   = clock_minutes_ones_digit;
	assign LED = {alarm1_triggered & blink, alarm0_triggered & blink, clock_seconds};
	assign DP = (~blink_en | blink) ? AN[2] : 1'b1;
	display_clkdiv Idisplay_clkdiv (
		.clk_pi(CLK),
		.clk_en_po(display_clk_en));
	seconds_clkdiv Iseconds_clkdiv (
		.clk_pi(CLK),
		.clk_en_po(seconds_clk_en));
	display_clkdiv #(.SIZE(23)) Iblink_clkdiv (
		.clk_pi(CLK),
		.clk_en_po(blink_clk_en));
	assign SEG = (~blink_en | blink) ? display_seg : 7'b1111111;
	clock_fsm Iclock_fsm (
		.clk_pi(CLK),
		.clk_en_pi(seconds_clk_en),
		.seconds_po(clock_seconds),
		.minutes_po(clock_minutes),
		.hours_po(clock_hours),
		.increment_minute_pi(BTN_down[0] & ~BTN[2] && ~BTN[3]),
		.increment_hour_pi(BTN_down[1] & ~BTN[2] && ~BTN[3]),
		.blink_en_po(blink_en));
	alarm_fsm Ialarm0_fsm (
		.clk_pi(CLK),
		.alarm_en_pi(SW[0]),
		.clock_minutes_pi(clock_minutes),
		.clock_hours_pi(clock_hours),
		.minutes_po(alarm0_minutes),
		.hours_po(alarm0_hours),
		.increment_minute_pi(BTN_down[0] & BTN[2]),
		.increment_hour_pi(BTN_down[1] & BTN[2]),
		.snooze(BTN[4]),
		.alarm_triggered_po(alarm0_triggered)); 
	alarm_fsm Ialarm1_fsm (
		.clk_pi(CLK),
		.alarm_en_pi(SW[1]),
		.clock_minutes_pi(clock_minutes),
		.clock_hours_pi(clock_hours),
		.minutes_po(alarm1_minutes),
		.hours_po(alarm1_hours),
		.increment_minute_pi(BTN_down[0] & BTN[3]),
		.increment_hour_pi(BTN_down[1] & BTN[3]),
		.snooze(BTN[4]),
		.alarm_triggered_po(alarm1_triggered)); 
	sevenSegDisplay IsevenSegDisplay (
		.clk_pi(CLK),
		.clk_en_pi(display_clk_en),
		.num_pi(display_num),
		.seg_po(display_seg),
		.an_po(AN));
	binary_to_BCD Iminutes_BCD (
		.num_pi(BTN[3] ? alarm1_minutes : (BTN[2] ? alarm0_minutes : clock_minutes)),
		.ones_digit_po(clock_minutes_ones_digit),
		.tens_digit_po(clock_minutes_tens_digit));
	binary_to_BCD Ihours_BCD (
		.num_pi(BTN[3] ? alarm1_hours : (BTN[2] ? alarm0_hours : clock_hours)),
		.ones_digit_po(clock_hours_ones_digit),
		.tens_digit_po(clock_hours_tens_digit));
	button_debouncer Ibtn0_debouncer (
		.clk(CLK),
		.pushbutton(BTN[0]),
		.pushbutton_down(BTN_down[0]));
	button_debouncer Ibtn1_debouncer (
		.clk(CLK),
		.pushbutton(BTN[1]),
		.pushbutton_down(BTN_down[1]));
	initial begin
		blink <= 0;
	end
   always @(posedge CLK) begin
	   if(blink_clk_en)
		  blink <= ~blink;
	end
endmodule  
module clock_fsm(
	input clk_pi,
	input clk_en_pi,
	input increment_minute_pi,
	input increment_hour_pi,
	output reg [5:0] seconds_po,
	output reg [5:0] minutes_po,
	output reg [3:0] hours_po,
	output reg blink_en_po);
	initial begin
		seconds_po <= 0;
		minutes_po <= 0;
		hours_po <= 4'd12;
		blink_en_po <= 1;
	end
	always @(posedge clk_pi) begin
		if(increment_minute_pi || increment_hour_pi)
			blink_en_po <= 0;
	   if (increment_minute_pi) 
	       minutes_po = (1 + minutes_po) % 6'd60;
	   if (increment_hour_pi)
	       hours_po = ((hours_po) % 4'd12) + 1;
	   if (clk_en_pi) begin
	       seconds_po = (1 + seconds_po); 
	       if (seconds_po == 6'd60) begin
	       seconds_po = 0; 
	       minutes_po = (1 + minutes_po); 
	       end
	       if (minutes_po == 6'd60) begin
	       minutes_po = 0;
	       hours_po = ((hours_po) % 4'd12) + 1;
	       end 
	       end
	end
endmodule  
 module alarm_fsm(
	input clk_pi,
	input alarm_en_pi,
	input [5:0] clock_minutes_pi,
	input [3:0] clock_hours_pi,
	output reg [5:0] minutes_po,
	output reg [3:0] hours_po,
	input increment_minute_pi,
	input increment_hour_pi,
	input snooze,
	output reg alarm_triggered_po);
	reg [5:0] current_m;
	reg snooze_on;
	initial begin
		minutes_po <= 0;
		hours_po <= 4'd12;
		alarm_triggered_po <= 0;
	end
	always @(posedge clk_pi)
	begin
	if (increment_minute_pi)
	begin 
	minutes_po = (1 + minutes_po) % 6'd60;
	end
	if (increment_hour_pi)
	begin
	hours_po = ((hours_po) % 4'd12) + 1;
	end
	if (alarm_en_pi & clock_minutes_pi == minutes_po & clock_hours_pi == hours_po & ~snooze_on)
	begin
	alarm_triggered_po = 1;
	end
	if (~alarm_en_pi )
	begin
    alarm_triggered_po = 0;
	end
	if (snooze & alarm_triggered_po) begin
	alarm_triggered_po = 0;
	current_m = clock_minutes_pi; 
	snooze_on = 1;
	end
	if (clock_minutes_pi == (current_m + 5) % 6'd60) begin
	alarm_triggered_po = 1;
	snooze_on = 0;
	end
	end  
 endmodule
module segmentFormatter(
	input [3:0] num_pi,
	output reg [6:0] disp_po
);
	always @(*) begin
		case(num_pi)
			4'h0: disp_po = 7'b1000000;
			4'h1: disp_po = 7'b1111001;
			4'h2: disp_po = 7'b0100100;
			4'h3: disp_po = 7'b0110000;
			4'h4: disp_po = 7'b0011001;
			4'h5: disp_po = 7'b0010010;
			4'h6: disp_po = 7'b0000010;
			4'h7: disp_po = 7'b1111000;
			4'h8: disp_po = 7'b0000000;
			4'h9: disp_po = 7'b0010000;
			4'hA: disp_po = 7'b0001000;
			4'hB: disp_po = 7'b0000011;
			4'hC: disp_po = 7'b1000110;
			4'hD: disp_po = 7'b0100001;
			4'hE: disp_po = 7'b0000110;
			4'hF: disp_po = 7'b1111111;
		endcase
	end
endmodule  
module sevenSegDisplay(
	input clk_pi,
	input clk_en_pi,
	input[15:0] num_pi,
	output reg [6:0] seg_po,
	output reg [7:0] an_po
);
	wire [6:0] disp0, disp1, disp2, disp3, disp4, disp5, disp6, disp7;
	segmentFormatter IsegmentFormat0 ( .num_pi(num_pi[3:0]),   .disp_po(disp0));
	segmentFormatter IsegmentFormat1 ( .num_pi(num_pi[7:4]),   .disp_po(disp1));
	segmentFormatter IsegmentFormat2 ( .num_pi(num_pi[11:8]),  .disp_po(disp2));
    segmentFormatter IsegmentFormat3 ( .num_pi(num_pi[15:12]), .disp_po(disp3));
    segmentFormatter IsegmentFormat4 ( .num_pi(4'hF), .disp_po(disp4));
    segmentFormatter IsegmentFormat5 ( .num_pi(4'hF), .disp_po(disp5));
    segmentFormatter IsegmentFormat6 ( .num_pi(4'hF), .disp_po(disp6));
    segmentFormatter IsegmentFormat7 ( .num_pi(4'hF), .disp_po(disp7));
	initial begin
		seg_po <= 7'h7F;
		an_po <= 8'b11111111;
	end
	always @(posedge clk_pi) begin
		if(clk_en_pi) begin
			case(an_po) 
				8'b11111110: begin
					seg_po <= disp1;
					an_po  <= 8'b11111101;
				end
				8'b11111101: begin
					seg_po <= disp2;
					an_po  <= 8'b11111011;
				end
				8'b11111011: begin
					seg_po <= disp3;
					an_po  <= 8'b11110111;
				end
                8'b11110111: begin
                    seg_po <= disp4;
                    an_po  <= 8'b11101111;
                end
                8'b11101111: begin
                    seg_po <= disp5;
                    an_po  <= 8'b11011111;
                end
                8'b11011111: begin
                    seg_po <= disp6;
                    an_po  <= 8'b10111111;
                end
                8'b10111111: begin
                    seg_po <= disp7;
                    an_po  <= 8'b01111111;
                end
				default: begin
					seg_po <= disp0;
					an_po <= 8'b11111110;
				end
			endcase
		end  
	end  
endmodule  
module display_clkdiv (
	input clk_pi,
	output clk_en_po
);
	parameter SIZE = 10;
	reg [SIZE-1:0] counter;
	initial begin
		counter <= 0;
	end
	always @(posedge clk_pi) begin
		counter = counter + 1;
	end
	assign clk_en_po = (counter == {SIZE{1'b0}}); 
endmodule  
module seconds_clkdiv (
	input clk_pi,
	output clk_en_po
);
	reg [31:0] counter;
	initial begin
		counter <= 32'h0;
	end
	always @(posedge clk_pi) begin
		if(counter == 32'h5F5E110)  
			counter <= 32'h0;
		else
			counter <= counter + 1;
	end
	assign clk_en_po = (counter == 32'h0); 
endmodule  
module binary_to_BCD(
	input [5:0] num_pi,
	output [3:0] ones_digit_po,
	output [3:0] tens_digit_po);
	wire [3:0] c1,c2,c3,c4,c5;
	wire [2:0] c6,c7;
	wire [3:0] d1,d2,d3,d4,d5,d6,d7;
	assign d1 = {3'b0,num_pi[5]};
	assign d2 = {c1[2:0],num_pi[4]};
	assign d3 = {c2[2:0],num_pi[3]};
	assign d4 = {c3[2:0],num_pi[2]};
	assign d5 = {c4[2:0],num_pi[1]};
	assign d6 = {1'b0,c1[3],c2[3],c3[3]};
	assign d7 = {c6[2:0],c4[3]};
	bcd_add3 m1(d1,c1);
	bcd_add3 m2(d2,c2);
	bcd_add3 m3(d3,c3);
	bcd_add3 m4(d4,c4);
	bcd_add3 m5(d5,c5);
	bcd_add3 m6(d6,c6);
	bcd_add3 m7(d7,c7);
	assign ones_digit_po = {c5[2:0],num_pi[0]};
	assign tens_digit_po = {c7[2:0],c5[3]};
endmodule
module bcd_add3(
	input [3:0] in,
   output reg [3:0] out);
	always @(*) begin
		case (in)
			4'b0000: out <= 4'b0000;
			4'b0001: out <= 4'b0001;
			4'b0010: out <= 4'b0010;
			4'b0011: out <= 4'b0011;
			4'b0100: out <= 4'b0100;
			4'b0101: out <= 4'b1000;
			4'b0110: out <= 4'b1001;
			4'b0111: out <= 4'b1010;
			4'b1000: out <= 4'b1011;
			4'b1001: out <= 4'b1100;
			default: out <= 4'b0000;
		endcase
	end
endmodule
module button_debouncer (
	input clk, 
	input pushbutton, 
	output pushbutton_down);
reg pushbutton_state;
reg pushbutton_sync_0;
reg pushbutton_sync_1;
reg [15:0] pushbutton_cnt;
initial begin
	pushbutton_state <= 1;
	pushbutton_sync_0 <= 1;
	pushbutton_sync_1 <= 1;
	pushbutton_cnt <= 0;
end
always @(posedge clk)
    pushbutton_sync_0 <= ~pushbutton; 
always @(posedge clk)
    pushbutton_sync_1 <= pushbutton_sync_0;
wire pushbutton_idle = (pushbutton_state == pushbutton_sync_1);
wire pushbutton_cnt_max = &pushbutton_cnt;  
always @(posedge clk)
if(pushbutton_idle)
    pushbutton_cnt <= 0;   
else
begin
    pushbutton_cnt <= pushbutton_cnt + 1;   
    if(pushbutton_cnt_max)
        pushbutton_state <= ~pushbutton_state;   
end
assign pushbutton_down = ~pushbutton_state & ~pushbutton_idle & pushbutton_cnt_max;   
endmodule 
### flow/run.sh
#!/bin/bash
# OpenROAD 26Q1-2900-gdf79404cd8, Yosys 0.63+post, stock flow scripts
make -C /OpenROAD-flow-scripts/flow DESIGN_CONFIG=/design/flow/config.mk WORK_HOME=/design/flow/orfs finish
==> impl_metrics.env <==
# implementation run metrics
export IMPL_status="finished, final reports clean"
export IMPL_maxClockFrequency_mhz=132
export IMPL_detailedPlacementHpwl_um=14700
export IMPL_r2r_start="Ibtn0_debouncer.pushbutton_cnt[0]"
export IMPL_worstPathMaxFanout=22
export IMPL_synthDistinctLibCells=77
export IMPL_top_cells_by_count="147 x sky130_fd_sc_hd__dfxtp_1, 145 x sky130_fd_sc_hd__nand2_1, 122 x sky130_fd_sc_hd__nor2_1, 96 x sky130_fd_sc_hd__xnor2_1, 85 x sky130_fd_sc_hd__nand3_1"
export IMPL_chipHeight_um=188
export IMPL_cts_path_max_buffers=2
export IMPL_grt_usage_pct=12.1
export IMPL_starting_drt_drc_count=546
export IMPL_clkSlewWorstSetupHoldPaths_ns=0.06
export IMPL_top_cell="sky130_fd_sc_hd__dfxtp_1"
export IMPL_layout_drive_gt1_share_pct=6.33
export IMPL_final_fill_count=3458
export IMPL_synth_async_sr_flop_share_pct=0
export IMPL_synth_chip_area_sq_um=10400
export IMPL_boundary_pin_count=38
export IMPL_top_signal_layer_used="met4"
export IMPL_antennaDiodeCount=0
export IMPL_holdCritStartpoint="Ibtn0_debouncer.pushbutton_sync_0"
export IMPL_portBuffers=31
export IMPL_worstSetupStartpointType="primary input"
export IMPL_worst_r2r_path_depth=29
export IMPL_design_core_area_sq_um=33900
export IMPL_synth_avg_cell_area_sq_um=8.26
export IMPL_tool_warnings=55
export IMPL_internal_reg_to_reg_setup_slack_ns=3.38
export IMPL_post_synth_main_area_contributors="sky130_fd_sc_hd__dfxtp_1 28%, sky130_fd_sc_hd__xnor2_1 8.1%, sky130_fd_sc_hd__edfxtp_1 7.2%, sky130_fd_sc_hd__nand2_1 5.2%, sky130_fd_sc_hd__ha_1 5.0%"
export IMPL_fp_dieArea_sq_um=35500
export IMPL_cts_root_buffer_cell="sky130_fd_sc_hd__clkbuf_16"
export IMPL_ff_type="sky130_fd_sc_hd__dfxtp_1"
export IMPL_post_route_min_period_ns=7.56
export IMPL_number_of_setup_violations_in_the_final_report=0
export IMPL_clk_insertion_delay_late_ns=0.43
export IMPL_flop_area_sq_um=3690
export IMPL_detail_route_wirelength_um=20900
export IMPL_drt_wirelength_per_cell_um=12.1
export IMPL_drv_cap=0
export IMPL_ys_ff=172
export IMPL_globalRouteOverflowTotal=0
export IMPL_unrepaired_setup_endpoints_after_global_routing="false"
export IMPL_yosysCellCount=1261
export IMPL_routed_length_on_met3_um=734
export IMPL_cell_area_power_density_nw_per_um2=128
export IMPL_vias_in_the_first_global_route=7622
export IMPL_crit_path_start="BTN[2]"
export IMPL_yosysTopAreaCell="sky130_fd_sc_hd__dfxtp_1"
export IMPL_vias=8426
export IMPL_tns_ns=0
export IMPL_worstPathRequired_ns=10.31
export IMPL_rr_endpoint="Ialarm0_fsm.alarm_triggered_po"
export IMPL_remaining_drc_errors=0
export IMPL_detailroute_wirelength_met2_um=9040
export IMPL_cp_end_kind="flop"
export IMPL_placement_cell_area_sq_um=11200
export IMPL_syn_area_sq_um=10400
export IMPL_number_of_failing_hold_endpoints_at_the_final_stage=0
export IMPL_grt_max_degree=38
export IMPL_cp_data_arrival_time_ns=7.87
export IMPL_leakage_component_of_the_power_nw=4.54
export IMPL_seq_area_frac_synth_pct=35.5
export IMPL_tritoncts="built"
export IMPL_number_of_cells_produced_by_synthesis=1261
export IMPL_cts_htree_levels=4
export IMPL_hold_buffers=0
export IMPL_timing_hold_worst_class="reg -> reg"
export IMPL_numCtsBuffers=17
export IMPL_grt_antenna_before_repair=0
export IMPL_netlist_area_leader_share_pct=28.3
export IMPL_ant_nets=0
export IMPL_met1_wl_um=10900
export IMPL_fin_crit_sh_pct=75.6
export IMPL_fin_worst_skew_ns=0.0141
export IMPL_slew_headroom_pct=47.7
export IMPL_die_w_um=188
export IMPL_avgViaCountPerCell=4.88
export IMPL_clock_sink_count=172
export IMPL_place_gp_congestion=0.885
export IMPL_edf_count=25
export IMPL_irDropWorstVdd_uv=130
export IMPL_worstHoldEndpoint="Ibtn0_debouncer.pushbutton_sync_1"
export IMPL_synth_warnings=13
export IMPL_worst_pin_slew_ns=0.777
export IMPL_cts_resized=0
export IMPL_cts_post_setup_buffers_inserted=0
export IMPL_placementRows=67
export IMPL_core_util_floorplan_pct=30.7
export IMPL_flow_area_growth_from_synthesis_pct=13.0
export IMPL_worstHoldPathCells=0
export IMPL_grt_pass1_wl_um=36100
export IMPL_finish_utilization_pct=34.7
export IMPL_postLayoutCellArea_sq_um=11800
export IMPL_area_combinational_sq_um=6290
export IMPL_slew_viol_final=0
export IMPL_dr_pass1_iters=5
export IMPL_worstSetupPathType="in -> reg"
==> cell type report <==
| type | count | share of cell area, % |
|---|---|---|
| Tap cell | 448 | 4.76 |
| Multi-Input combinational cell | 972 | 53.5 |
| Clock buffer | 22 | 4.12 |
| Timing Repair Buffer | 44 | 3.47 |
| Sequential cell | 172 | 31.4 |
| Clock inverter | 10 | 0.872 |
| Inverter | 60 | 1.91 |
==> metal layers <==
metal | vias to the layer above | global-route usage, %
met5 | - | 0
met4 | 0 | 1.74
met2 | 138 | 18.5
li1 | 4425 | -
met1 | 3850 | 18.9
met3 | 13 | 1.79
==> state kept, by name, summed over array words and instances, names as in the netlist, 6 cells and up <==
name / count
IsevenSegDisplay.seg_po: 7
Iclock_fsm.minutes_po: 6
Ialarm1_fsm.current_m: 6
Ibtn1_debouncer.pushbutton_cnt: 16
Ialarm0_fsm.minutes_po: 6
Ialarm0_fsm.current_m: 6
Iclock_fsm.seconds_po: 6
Ialarm1_fsm.minutes_po: 6
IsevenSegDisplay.an_po: 8
Iblink_clkdiv.counter: 23
Idisplay_clkdiv.counter: 10
Iseconds_clkdiv.counter: 32
Ibtn0_debouncer.pushbutton_cnt: 16
==> cells by family after synthesis <==
family	Yosys count	share of synthesized area [%]
AND/OR/NAND/NOR	539	25.4
adder cells (fa/ha/maj)	42	5.05
buffers and inverters	117	4.35
XOR/XNOR	152	12.8
flip-flops	172	35.5
AND-OR/OR-AND	195	12.3
multiplexers	43	4.58
other	1	0.0360
==> worst max-delay path: stages <==
cell and delay, ns:
sky130_fd_sc_hd__clkdlybuf4s50_1 0.46, sky130_fd_sc_hd__buf_4 0.24, sky130_fd_sc_hd__nand3_1 0.41, sky130_fd_sc_hd__mux2i_1 0.33, sky130_fd_sc_hd__inv_1 0.09, sky130_fd_sc_hd__ha_1 0.30, sky130_fd_sc_hd__and2_1 0.22, sky130_fd_sc_hd__and3_1 0.20
sky130_fd_sc_hd__a211oi_1 0.36, sky130_fd_sc_hd__xnor2_1 0.17, sky130_fd_sc_hd__nand4_1 0.16, sky130_fd_sc_hd__a2111oi_4 0.48, sky130_fd_sc_hd__o21ai_2 0.10, sky130_fd_sc_hd__buf_4 0.22, sky130_fd_sc_hd__inv_1 0.14, sky130_fd_sc_hd__nand2_1 0.09
sky130_fd_sc_hd__nand2_1 0.08, sky130_fd_sc_hd__ha_1 0.33, sky130_fd_sc_hd__or2_2 0.19, sky130_fd_sc_hd__nand2_1 0.06, sky130_fd_sc_hd__xnor2_1 0.13, sky130_fd_sc_hd__mux2i_1 0.29, sky130_fd_sc_hd__and4b_1 0.24, sky130_fd_sc_hd__o211ai_1 0.17
sky130_fd_sc_hd__a211oi_1 0.10, sky130_fd_sc_hd__and3b_1 0.18, sky130_fd_sc_hd__o2bb2ai_1 0.12
==> stage by stage <==
step / hold slack [ns] / setup slack (ns) / total power [W] / std cells
finish: 0.329 / 2.44 / 0.00150 / 1728
global route: 0.348 / 1.81 / 0.00157 / 1728
CTS: 0.334 / 2.44 / 0.00153 / 1728
detailed placement: 0.316 / 1.99 / 0.000865 / 1696
global placement: 0.315 / 2.02 / 0.000864 / 1696
floorplan: 0.310 / 2.88 / 0.000833 / 1261
==> worst max path at each step <==
stage	end	slack, ns
after CTS	Ialarm0_fsm.alarm_triggered_po	2.44
after global routing	Ialarm0_fsm.alarm_triggered_po	1.81
final	Ialarm0_fsm.alarm_triggered_po	2.44
==> layout by cell type (no fill, tap or decap), types with 6 or more instances in the layout <==
cell,netlist,final
sky130_fd_sc_hd__ha_1,42,42
sky130_fd_sc_hd__o21ai_0,58,58
sky130_fd_sc_hd__clkdlybuf4s50_1,0,31
sky130_fd_sc_hd__nand4_1,26,26
sky130_fd_sc_hd__inv_1,58,58
sky130_fd_sc_hd__dfxtp_1,147,147
sky130_fd_sc_hd__mux2i_1,24,24
sky130_fd_sc_hd__o211ai_1,7,7
sky130_fd_sc_hd__nor3_1,26,26
sky130_fd_sc_hd__nand2_1,145,145
sky130_fd_sc_hd__nor2_1,122,122
sky130_fd_sc_hd__and3_1,32,32
sky130_fd_sc_hd__clkbuf_16,0,17
sky130_fd_sc_hd__mux2_2,17,17
sky130_fd_sc_hd__a21oi_1,43,43
sky130_fd_sc_hd__nor2b_1,10,10
sky130_fd_sc_hd__buf_4,1,13
sky130_fd_sc_hd__xor2_1,56,56
sky130_fd_sc_hd__nand3_1,85,85
sky130_fd_sc_hd__and2_1,11,11
sky130_fd_sc_hd__nand3b_1,6,6
sky130_fd_sc_hd__xnor2_1,96,96
sky130_fd_sc_hd__edfxtp_1,25,25
sky130_fd_sc_hd__a31oi_1,8,7
sky130_fd_sc_hd__nor4_1,20,17
sky130_fd_sc_hd__o21a_1,7,7
sky130_fd_sc_hd__nand2b_1,19,19
sky130_fd_sc_hd__o31ai_1,10,10
sky130_fd_sc_hd__nor3b_1,7,7
==> power breakdown <==
group | internal, W | switching (W) | total [W]
Sequential | 0.000705 | 0.00000512 | 0.000711
Clock | 0.000374 | 0.000279 | 0.000653
Combinational | 0.0000557 | 0.0000849 | 0.000141
Power is estimated from default activity; no workload was simulated.
